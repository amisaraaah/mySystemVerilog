==> design/flow/design.v <==
module seq_generator (
  input   logic        clk,
  input   logic        reset,
  output  logic [31:0] seq_o
);
  logic [31:0] seq_t1;
  logic [31:0] seq_t2;
  logic [31:0] seq_t3;
  logic [31:0] seq_nxt;
  always_ff @(posedge clk or posedge reset)
    if (reset) begin
      seq_t1 <= 32'h1;
      seq_t2 <= 32'h1;
      seq_t3 <= 32'h0;
    end else begin
      seq_t1 <= seq_nxt[31:0];
      seq_t2 <= seq_t1[31:0];
      seq_t3 <= seq_t2[31:0];
    end
  assign seq_nxt[31:0] = {seq_t3[31:0]} + {seq_t2[31:0]};
  assign seq_o = seq_t3;
endmodule
==> design/flow/run.sh <==
#!/bin/bash
# OpenROAD 26Q1-2900-gdf79404cd8, Yosys 0.63+post, stock flow scripts
make -C /OpenROAD-flow-scripts/flow DESIGN_CONFIG=/design/flow/config.mk WORK_HOME=/design/flow/orfs finish
==> design/flow/config.mk <==
export PLATFORM = sky130hd
export DESIGN_NAME = seq_generator
export DESIGN_NICKNAME = seq_generator
export VERILOG_FILES = /design/flow/design.v
export SDC_FILE = /design/flow/constraint.sdc
export NUM_CORES = 4
export LEC_CHECK = 1
export CORE_UTILIZATION = 50
==> design/flow/constraint.sdc <==
current_design seq_generator

set clk_period 8.2
set clk_io_pct 0.2

create_clock -name clk0 -period $clk_period [get_ports {clk}]

set non_clock_inputs [all_inputs -no_clocks]
set_input_delay [expr $clk_period * $clk_io_pct] -clock clk0 $non_clock_inputs
set_output_delay [expr $clk_period * $clk_io_pct] -clock clk0 [all_outputs]
==> git commit body <==
Store results of the implementation flow

* Status: finished clean
- Counting pins that exceed their max-slew limit in the final report gives 0.
- Number of OpenROAD warnings: 25
- Iteration count of the initial detailed-routing pass: 6
* Ys cells: 372
- Clock tree synthesis selected as its root buffer the cell sky130_fd_sc_hd__clkbuf_8.
- The cell type that accounts for the most area after synthesis is sky130_fd_sc_hd__dfrtp_1.
- Placeable core region: 8680 sq um
* Sum of overflow across all layers after global routing: 0
- According to the floorplan log, the row count is 34.
- Synthesis area per yosys: 4450 sq um
- Port-buffer cells: 33
* Most instantiated library cell after synthesis: sky130_fd_sc_hd__dfrtp_1
* Insertion delay of the later-clocked pin in the worst-skew pair: 0.36 ns
* Post-layout period usage: 35.4%
* Num CTS Buffers: 9
* Area Overhead vs Synth: 13.9%
* Count of library flops with an enable pin: 0
- For the worst flop-to-flop path, the logic depth is 8.
- Leakage Power: 2.58 nW
* Most used flip-flop cell after synthesis: sky130_fd_sc_hd__dfrtp_1
* First-pass GRT wire length: 13.4 mm
- Maximum number of pins on one net before global-route repair: 50
- Cell variety after synth: 68
- The routed layout reports a DRC error count of 0.
- The OpenROAD report gives the critical path a data arrival time of 1.26 ns.
- Detailed placement finished with a half-perimeter wire length of 5.75 mm.
- Yosys synthesis warning count: 1
* CTS tree: done
* Worst Tran Pin Value: 0.584 ns
- After filler insertion, the fill cell instance count of the layout stands at 731.
- Looking at the post-CTS report, the setup buffer insertion count equals 0.
- Worst Path Class, Setup: register to output port
* Post-route setup TNS: 0 ns
- Setup crit end kind: output port
- Vias in the first global route: 2746
- In this run the vertical extent of the chip is 96.4 microns.
- Largest vdd supply drop: 0.000107 V
- Final antenna-violating net count: 0
- The slowest stage of the critical path is the sky130_fd_sc_hd__clkdlybuf4s50_1 cell.
- Asr flop ratio synth: 100%
* Gate count after technology mapping: 372
- The post-route netlist has 8.25% of its cells at a drive strength greater than 1.
- Routed len/inst: 15.6 microns
- Total of max-cap violations: 0
- The STA report counts the stages on the worst setup path as 1.
* Clock period minus worst slack: 2.90 ns
- Summed over all layers, the routed wires come to 8.11 mm.
- CTS clock-pin slew for the worst setup and hold paths: 0.10 ns
* Full die area: 9290 sq um
* IO Count: 34
- Antenna Cells: 0
- CTS HTree Levels: 3
- The number of hold buffers added after CTS was 0.
- In this design, the stage delay of the slowest critical-path cell is 0.48 ns.
* Antenna violations before repair: 0
- After synthesis the cells add up to 4450 sq um.
- CP bufs+invs: 1
- RePlAce Congestion: 0.898
- Via density per instance: 5.61
* Required arrival time at the worst endpoint: 6.56 ns
- Width of the die: 96.4 microns
* Worst clock skew: 0.0124 ns
* Crit path max fanout: 3
- Sorting the synthesized cells by how often they occur yields 94 x sky130_fd_sc_hd__dfrtp_1, 31 x sky130_fd_sc_hd__ha_1, 28 x sky130_fd_sc_hd__a21oi_1.
* Cell count of the worst hold path: 0
- The share of synthesized area in the top cell type comes to 52.8%.
- Post-synthesis sequential element count: 96
- Worst rel slew slack: 61.1%
- Class of the most critical hold timing path: register to register
* Overall routing resource usage: 19.6%
- The average instance in the mapped netlist occupies 12.0 sq um.
* Overall via count from detail_route: 2915
* Number of violations reported at the end of detailed-routing iteration 0: 122
* Total power divided by cell area: 163 nW/um^2
- RSZ-0062 raised after global routing: no
- The timing report attributes the biggest portion of critical-path delay to buffers and inverters.
- Main area contributors: sky130_fd_sc_hd__dfrtp_1 53%, sky130_fd_sc_hd__ha_1 8.7%, sky130_fd_sc_hd__a21oi_1 3.1%, sky130_fd_sc_hd__xnor2_1 2.6%, sky130_fd_sc_hd__a21o_1 2.4%
- CTS resizes: 0
- Achievable frequency: 0.344 GHz
- Sequential elements use 54.0% of the synthesized area.
- CP Launch Type: register
* Final setup violation count: 0
* Hold Vio Cnt, Final: 0
- For this design, the sink count on the clock tree is 96.
- FP Core Util: 51.3%
* Final Hold Slack: 0.350 ns
* Critical-path cell list: clkdlybuf4s50_1
- Looking at the clock tree report, the maximum root-to-sink buffer count equals 2.
-- layer usage --
layer / GRT usage [%] / vias up / share of wire (%)
met3: 3.50 / 9 / 3.3
met5: 0 / - / 0
met2: 27.4 / 49 / 43
met4: 2.82 / 0 / 1.3
li1: - / 1437 / -
met1: 34.5 / 1420 / 52
-- worst paths after layout --
kind,start,endpoint,slack [ns]
setup reg to reg,seq_t2[0]$_DFF_PP1_,seq_t1[26]$_DFF_PP0_,5.47
hold / removal,seq_t1[27]$_DFF_PP0_,seq_t2[27]$_DFF_PP0_,0.35
hold reg to reg,seq_t1[27]$_DFF_PP0_,seq_t2[27]$_DFF_PP0_,0.35
min in group asynchronous,reset,seq_t1[9]$_DFF_PP0_,1.69
setup / recovery,seq_t3[1]$_DFF_PP0_,seq_o[1],5.30
max in group asynchronous,reset,seq_t3[11]$_DFF_PP0_,5.49
-- cell type report --
cell class                      instances  area [sq um]  share of cell area, %
Inverter                               12          47.5                  0.937
Tap cell                              108           135                   2.66
Multi-Input combinational cell        254          1920                   37.8
Clock buffer                           10           138                   2.71
Timing Repair Buffer                   34           338                   6.66
Sequential cell                        96          2400                   47.4
Clock inverter                          6          91.3                   1.80
-- metrics by stage --
step	instance area [sq um]	power (mW)	std cells	setup slack (ns)	utilization (%)
after floorplan	4450	0.489	372	4.06	-
after global placement	4840	0.492	504	5.05	55.8
after detailed placement	4840	0.493	504	5.03	55.8
after CTS	5070	0.841	520	5.27	58.5
after global routing	5070	0.863	520	5.23	58.5
final	5070	0.829	520	5.30	58.5
-- cells in the final DEF (no fill, tap or decap), types with 2 or more instances in the layout --
cell,instances
sky130_fd_sc_hd__and2_1,2
sky130_fd_sc_hd__or4_1,2
sky130_fd_sc_hd__a211oi_1,6
sky130_fd_sc_hd__o21ai_0,11
sky130_fd_sc_hd__and3_1,2
sky130_fd_sc_hd__a41oi_1,2
sky130_fd_sc_hd__clkdlybuf4s50_1,33
sky130_fd_sc_hd__a211o_1,3
sky130_fd_sc_hd__o21ai_1,3
sky130_fd_sc_hd__clkbuf_8,10
sky130_fd_sc_hd__mux2i_1,4
sky130_fd_sc_hd__ha_1,31
sky130_fd_sc_hd__dfstp_2,2
sky130_fd_sc_hd__inv_1,11
sky130_fd_sc_hd__a21o_1,14
sky130_fd_sc_hd__nand4_1,5
sky130_fd_sc_hd__nor3_1,4
sky130_fd_sc_hd__o21bai_1,3
sky130_fd_sc_hd__a31oi_1,2
sky130_fd_sc_hd__and4_1,5
sky130_fd_sc_hd__dfrtp_1,94
sky130_fd_sc_hd__xor2_1,10
sky130_fd_sc_hd__nor2_1,20
sky130_fd_sc_hd__nor2b_1,3
sky130_fd_sc_hd__bufinv_16,2
sky130_fd_sc_hd__o21a_2,3
sky130_fd_sc_hd__a311oi_1,2
sky130_fd_sc_hd__or2_1,2
sky130_fd_sc_hd__o31a_1,2
sky130_fd_sc_hd__a2111oi_0,2
sky130_fd_sc_hd__o21a_1,4
sky130_fd_sc_hd__nand3_1,8
sky130_fd_sc_hd__nand2b_1,4
sky130_fd_sc_hd__xnor2_1,13
sky130_fd_sc_hd__clkinv_4,2
sky130_fd_sc_hd__nand2_1,20
sky130_fd_sc_hd__o211ai_1,5
sky130_fd_sc_hd__a21oi_1,28
-- registers in the layout, indices dropped and copies added (netlist names) --
| signal | cells |
|---|---|
| seq_t1 | 32 |
| seq_t3 | 32 |
| seq_t2 | 32 |
-- report_power, final --
| part | internal (mW) | switching (mW) | total [mW] |
|---|---|---|---|
| registers | 0.473 | 0 | 0.473 |
| logic | 0.000829 | 0.00863 | 0.00946 |
| clock network | 0.182 | 0.165 | 0.347 |
-- kinds of logic (layout without fill, tap and decap cells) --
group | Yosys count | after routing | share of synthesized area [%]
AND-OR/OR-AND | 107 | 107 | 17.6
XOR/XNOR | 23 | 23 | 4.52
AND/OR/NAND/NOR | 87 | 87 | 10.6
adder cells (fa/ha/maj) | 32 | 32 | 9.16
multiplexers | 5 | 5 | 1.15
buffers and inverters | 22 | 62 | 2.92
flip-flops | 96 | 96 | 54.0
Power and IR drop assume default switching activity.
