==> config.mk <==
export PLATFORM = sky130hd
export DESIGN_NAME = edge_capture
export DESIGN_NICKNAME = edge_capture
export VERILOG_FILES = /design/flow/design.v
export SDC_FILE = /design/flow/constraint.sdc
export NUM_CORES = 4
export LEC_CHECK = 1
export CORE_UTILIZATION = 40
==> run.sh <==
#!/bin/bash
# OpenROAD 26Q1-2900-gdf79404cd8, Yosys 0.63+post, stock flow scripts
make -C /OpenROAD-flow-scripts/flow DESIGN_CONFIG=/design/flow/config.mk WORK_HOME=/design/flow/orfs finish
==> design.v <==
module edge_capture (
  input   logic        clk,
  input   logic        reset,
  input   logic [31:0] data_i,
  output  logic [31:0] edge_o
);
  logic[31:0] data_q;
  logic[31:0] edge_q;
  logic[31:0] neg_edge;
  always_ff @ (posedge clk or posedge reset)
    if (reset) begin
      data_q[31:0] <= 32'b0;
      edge_q[31:0] <= 32'b0;
    end
    else begin
      data_q[31:0] <= data_i[31:0];
      edge_q[31:0] <= edge_o[31:0];
    end
  assign neg_edge[31:0] = ~data_i[31:0] & data_q[31:0];  
  assign edge_o[31:0] = neg_edge[31:0] | edge_q[31:0];  
endmodule
==> constraint.sdc <==
current_design edge_capture

set clk_period 1.0
set clk_io_pct 0.2

create_clock -name clk0 -period $clk_period [get_ports {clk}]

set non_clock_inputs [all_inputs -no_clocks]
set_input_delay [expr $clk_period * $clk_io_pct] -clock clk0 $non_clock_inputs
set_output_delay [expr $clk_period * $clk_io_pct] -clock clk0 [all_outputs]
==> results.txt <==
RSZ-0062 raised after global routing: true
Util after Layout: 59.9%
via count: 1,203
detailed-router iteration count before antenna repair: 4
post-synthesis cell area: 0.00197 sq mm
Post-Route WL: 3280 microns
arrival time of the worst setup path: 0.98 ns
Final Hold Viols: 0
number of cells in the yosys synthesis report: 129
synthesized instance count: 129
proportion of total power due to net switching: 20.8%
worst-margin pin slew: 0.144 ns
initial DRC count: 26
minimum clock period: 1.18 ns
maximum number of pins on one net before global-route repair: 23
CP Capture Type: output pin
leading cell types in the layout, fill and taps excluded: dfrtp_1 (64), inv_1 (32), a21o_1 (32), buf_2 (32), dlygate4sd2_1 (29)
share of the yosys chip area belonging to registers: 81.5%
post-route worst setup slack: -0.178 ns
clock sink total: 64
number of inserted filler cells in the final layout: 386
data required time at the worst endpoint: 0.80 ns
worst-case vdd ir drop: 0.00116 V
layout cell share with drive strength beyond 1: 27.6%
total power consumption of the routed design: 4680 uW
number of unique standard cell types used by synthesis: 3
status: complete, but fails checks
Overflow after GRT: 0
Yosys top cell area share: 81.5%
maximum achievable frequency: 849 MHz
dpl ws: -0.537 ns
adder-cell share of the synthesized area: 0%
Comb power frac: 4.4%
Core Region: 0.00472 sq mm
Skew-Pair Late Insertion Delay: 0.33 ns
most area-hungry cell type in the Yosys netlist: dfrtp_1
chip footprint: 0.00520 sq mm
tool warnings: 27
Top cell excl fill/tap: dfrtp_1
violated checks: negative setup slack
standard-cell row count: 25
number of global-route vias before repair: 1,213
Slew HR: 90.4%
Overall Global Routing Usage: 14.4%
HPWL after detailed placement: 2310 microns
root cell of the clock tree: clkbuf_8
part of the cycle the worst path needs: 118%
DRC violations left: 0
number of antenna violations at the first check in global routing: 0
clock share of power: 38.5%
count of state elements after synthesis: 64
die x size: 72.1 microns
detailed-route vias per instance: 4.12
proportion of synthesized area in mux cells: 0%
placer's final routability congestion estimate: 0.769
largest stage delay on the critical path: 0.37 ns
combinational family with the most area after synthesis: AND-OR/OR-AND gates
number of inserted diodes: 0
total of warnings raised by yosys: 1
worst hold slack: 0.0105 ns
Flop area: 0.00160 sq mm
area of the multi-input gates: 240 sq um
Slew Viols, Final: 0
Simple-Gate Area Share: 0%
average routed wire per standard cell: 11.2 microns
average instance area after synthesis: 15.2 sq um
startpoint-to-endpoint class of the critical path: flop to output pin
design internal power: 3710 uW
global-route wire length before repair: 5520 microns
clock buffers created by TritonCTS: 9
total net switching power: 972 uW
Clock transition at path regs: 0.06 ns
number of violations of the max-capacitance limit: 0
cells taking the most area after synthesis: dfrtp_1 (81%), a21o_1 (12%), inv_1 (6.3%)
Max Root-Sink Buffers: 2
die outline height: 72.1 microns
total of endpoints with negative setup slack in the final report: 32
number of routed nets with antenna violations: 0
Worst Setup Start Kind: flop
xor/xnor cell area share of the yosys netlist: 0%
chip area from the yosys synthesis statistics: 0.00197 sq mm
part of the power in registers: 57.1%
leak pwr: 0.00134 uW
clock tree from TritonCTS: yes
layout-stage area growth over the synthesis result: 44.0%
final clock skew: 0.00400 ns
series of cell instances along the critical path: a21o_1 > buf_2
peak fanout along the critical path: 2
CP max stage cell: dfrtp_1
tally of buffers added on design ports: 65
total power divided by cell area: 1650 mW/mm^2
effective utilization at floorplan: 41.6%
Tightest Hold Check Type: input pin to flop
number of primary I/O pins: 66
number of H-tree levels: 3
ao+oa area frac: 12.2%
## state kept, by name (all words and copies together) (netlist names)
register,count
data_q,32
edge_q,32
## synthesized netlist by cell type (all sizes together)
library cell,count
a21o,32
dfrtp,64
inv,33
## layer usage
layer	global-route usage, %	vias up	wire length (microns)
li1	-	579	-
met1	20.4	574	1400
met2	22.6	45	1570
met3	5.92	5	262
met4	2.40	0	41
met5	0	-	0
## metrics by stage
stage / cell area (sq um) / cells / setup TNS [ns]
global route: 2830 / 292 / -7.13
finish: 2830 / 292 / -5.06
global placement: 2760 / 264 / -16.23
CTS: 2790 / 288 / -6.35
detailed placement: 2760 / 264 / -17.39
floorplan: 1970 / 129 / 0
## path summary, 6_finish.rpt
kind / startpoint / endpoint / slack (ns) / depth (start not counted)
max: data_q[23] / edge_o[23] / -0.18 / 2
min: data_i[12] / data_q[12] / 0.01 / 1
max reg2reg: data_q[16] / edge_q[16] / 0.13 / 3
min reg2reg: edge_q[15] / edge_q[15] / 0.45 / 1
max in group asynchronous: reset / data_q[23] / 0.55 / 3
min in group asynchronous: reset / data_q[20] / 0.31 / 3
## cells by family after synthesis
family / after synthesis
buffers and inverters: 33
AND-OR/OR-AND: 32
flip-flops: 64
## final cells by class
type | instances | share of cell area, %
clock buffers | 12 | 5.13
clock inverters | 4 | 0.707
inverters | 33 | 4.51
multi-input cells | 32 | 8.49
flip-flops and latches | 64 | 56.6
well taps | 67 | 2.96
repair buffers | 80 | 21.6
## critical path, delay by kind of cell (launching register included)
family                 cells  cell delay, ns
AOI/OAI and AO/OA          1            0.17
DFF                        1            0.37
buffers and inverters      1            0.12
## repair_timing
item / 4_1_cts / 5_1_grt
hold buffers: 0 / 0
setup endpoints to repair: 32 / 32
pin swaps: 22 / 22
gates resized: 125 / 3
setup buffers: 8 / 4
## power groups by stage
| stage | combinational (uW) | clock [uW] | sequential (uW) |
|---|---|---|---|
| 6_report | 205 | 1800 | 2670 |
| 5_1_grt | 235 | 2020 | 2680 |
| 4_1_cts | 214 | 1880 | 2670 |
Power and IR drop assume default switching activity.
