$ cat design/flow/config.mk
export PLATFORM = sky130hd
export DESIGN_NAME = single_cycle_arbiter
export DESIGN_NICKNAME = single_cycle_arbiter
export VERILOG_FILES = /design/flow/design.v
export SDC_FILE = /design/flow/constraint.sdc
export NUM_CORES = 4
export LEC_CHECK = 1
export CORE_AREA = 10 10 70 70
export DIE_AREA = 0 0 80 80
$ cat design/flow/constraint.sdc
current_design single_cycle_arbiter

set clk_period 13.1
set clk_io_pct 0.2

create_clock -name clk0 -period $clk_period

set non_clock_inputs [all_inputs -no_clocks]
set_input_delay [expr $clk_period * $clk_io_pct] -clock clk0 $non_clock_inputs
set_output_delay [expr $clk_period * $clk_io_pct] -clock clk0 [all_outputs]
$ cat design/flow/design.v
module single_cycle_arbiter #(
  parameter N = 32
) (
  input   logic          clk,
  input   logic          reset,
  input   logic [N-1:0]  req_i,
  output  logic [N-1:0]  gnt_o
);
  logic [N-1:0] priority_req;
  assign priority_req[0] = 1'b0;
  if (N>0) begin
    for (genvar i=0; i<N-1; i++) begin
      assign priority_req[i+1] = priority_req[i] | req_i[i];
    end
  end
  assign gnt_o[N-1:0] = req_i[N-1:0] & ~priority_req[N-1:0];
endmodule
$ cat design/flow/run.sh
#!/bin/bash
# OpenROAD 26Q1-2900-gdf79404cd8, Yosys 0.63+post, stock flow scripts
make -C /OpenROAD-flow-scripts/flow DESIGN_CONFIG=/design/flow/config.mk WORK_HOME=/design/flow/orfs finish
==> summary.txt <==
This note records the results obtained with Yosys and OpenROAD.

Status
The run finished with clean final reports.

Drt
In the routed design, unresolved DRC markers number 0. The detailed router's first-iteration violation count is 30. The total via count in the routed design is slightly below 700. The final wirelength is around 2300 µm.

The average wire per cell in the routed design is between 10 and 15 µm. For this run, the detailed router reports a per-instance via density of roughly 4.0. The pre-antenna-repair detailed-routing pass consisted of 4 iterations. The remaining antenna violation count is 0. The number of diodes added for antenna fixing is 0.

Global routing
Entering global routing, the biggest net connects 12 pins. Across every metal layer, demand over resource in global routing totals just over 6%. The global-route wire length before repair is 3312 µm.

The number of antenna violations at the first check in global routing came to 0. The via count of the first global-routing pass was between 600 and 700. Summed over all layers, the global routing overflow is 0.

Worst setup path
Along the critical path, the tally of buffer and inverter instances is 2. The family of cells with the greatest summed delay on the critical path is simple AND/OR/NAND/NOR gates. The critical path starts at req_i[0]. The critical path maximum fanout is 11.

According to the timing report, the data required time at the worst endpoint equals 10.48 ns. Per the STA report, the cell with the highest stage delay on the worst path is sky130_fd_sc_hd__clkdlybuf4s50_1. The worst setup path is launched from a primary input. The element type at the critical path end is an output port. The critical path goes through clkdlybuf4s50_1 -> nor4_4 -> nand3_2 -> nor3_2 -> and4_1 -> clkdlybuf4s50_1. According to the timing report, the arrival time at the worst endpoint equals roughly 5 ns. Among the stages of the critical path, the cell type that occurs most often is sky130_fd_sc_hd__clkdlybuf4s50_1. The delay of the slowest critical-path stage is about 0.53 ns.

By startpoint and endpoint, the worst setup path is classified as in -> out.

Job
Summing over the stages, the warning tally comes to 34. Across the run, the number of max-cap violations was 0.

Power
The cell leakage power is 0.0004142 µW. Per report_power, the sequential group accounts for 0% of the total. The net switching power figure is roughly 5.4 µW.

The power per standard cell area is ~15 nW/µm². The proportion of power drawn by the clock network is 0%. Across the VDD grid, the largest voltage drop is 7.276 µV.

The cell-internal power is about 11 µW. Switching power as a fraction of the total was reported as between 30% and 40%. Total power for the finished layout comes to 16.51 µW. Looking at the power breakdown, combinational cells take approximately 100% of the total.

Timing
The slew at the pin with the worst max-slew slack is 0.5321 ns. The post-route worst hold slack is around 6.2 ns. The final number of setup-violating endpoints is 0.

The routed design could run at a clock period as short as ~7.6 ns. OpenROAD reports that the post-layout worst path occupies between 50% and 60% of the period. The number of hold violations in the final report is 0. The setup TNS is 0 ns.

The maximum clock rate is about 130 MHz. Checking max transition, the worst relative margin is approximately 64%. In the final report, the number of pins over their slew limit comes to 0. Setup repair after global routing left no endpoint under its margin.

Layout
In the final layout, flip-flops and latches occupy 0 µm². The final layout report lists a clock buffer count of 0. The layout-stage area growth over the synthesis result is 155.3%. The fraction of final layout cells sized beyond drive strength 1 is 4.878%. There are 0 flip-flops and latches.

Logic synthesis
The number of synthesis warnings is 0. The top cell type by instance count after synthesis is sky130_fd_sc_hd__nor2_1. Before any placement, the netlist area is recorded as ~440 µm². The cell total in the yosys stat output is approximately 62. In this run the biggest area consumer among cell types represents 11.40% of the synthesized area. The mean area per synthesized cell is roughly 7 µm². Per the synthesis report, the dominant area consumer among library cells is sky130_fd_sc_hd__and4b_1. After synthesis, the cell types taking the most area are sky130_fd_sc_hd__and4b_1 11%, sky130_fd_sc_hd__nor2_1 10%, sky130_fd_sc_hd__and3_1 8.5%, sky130_fd_sc_hd__and4_1 8.0%, sky130_fd_sc_hd__and3b_1 6.0%.

Yosys reports that the most numerous cell types are 12 x sky130_fd_sc_hd__nor2_1, 6 x sky130_fd_sc_hd__and3_1, 5 x sky130_fd_sc_hd__and4b_1, 4 x sky130_fd_sc_hd__and2_1, 4 x sky130_fd_sc_hd__and4_1. The yosys stat chip area is approximately 440 µm². The number of distinct library cells after synthesis is 26.

The synthesized instance count is between 60 and 70. The share of synthesized area occupied by flip-flops and latches is 0%.

Floorplan
In this run the horizontal extent of the chip is 80 µm. Per the OpenROAD floorplan log, the height of the die is approximately 80 µm. For this configuration, the core starts out at a cell density of between 10% and 20%. The total I/O pin count is 66. The report lists the number of standard-cell rows as 21.

The die footprint is approximately 6400 µm². According to the floorplan report, the placeable core area is about 3400 µm².

Placed design
The number of input and output port buffers inserted is ~64. Once detailed placement completed, the half-perimeter wirelength came to approximately 2100 µm. RePlAce ended its routability-driven mode at a weighted congestion of approximately 0.76.

Clock tree
The report puts the hold buffer count at CTS at 0. Post-CTS repair changed the size of 0 cells. Buffers added to address setup during post-CTS repair amount to 0.

Min path
The launch point of the worst min-delay path is recorded as req_i[20]. STA reports the tightest min-delay check as being of type in -> out.
==> power groups by stage <==
stage     clock, µW  sequential, µW  combinational, µW
4_1_cts           0               0               16.6
5_1_grt           0               0               17.8
6_report          0               0               16.5
==> stage by stage <==
stage | instances | utilization [%] | worst slack (ns) | cell area (µm²)
after global routing | 169 | 32.82 | 5.331 | 1121
after global placement | 169 | 32.82 | 5.549 | 1121
after CTS | 169 | 32.82 | 5.500 | 1121
final | 169 | 32.82 | 5.548 | 1121
after detailed placement | 169 | 32.82 | 5.496 | 1121
after floorplan | 62 | - | 6.853 | 439.2
==> layer usage <==
layer  vias to the layer above  wire [µm]  track usage (%)
met5                         -          0                0
met4                         0          0                0
met3                         0        235            2.273
met2                        23       1132            10.67
met1                       296        896            7.515
li1                        364          -                -
==> logic make-up (layout without fill, tap and decap cells) <==
group	Yosys count	in the layout	share of synthesized area, %
buffers and inverters	5	66	5.412
and+or+nand+nor	57	57	94.59
==> final timing paths <==
kind / endpoint / slack [ns] / cells past startpoint
max: gnt_o[26] / 5.55 / 6
min: gnt_o[20] / 6.19 / 3
==> cells in the final DEF (no fill, tap or decap), drive strengths merged <==
cell / n
nand3: 1
nor3: 3
or3: 2
nor4b: 3
nand3b: 1
nand2: 2
and4bb: 1
or4: 1
and2: 4
inv: 2
and4b: 5
clkdlybuf4s50: 64
nor3b: 4
and4: 4
nor2b: 1
and3: 6
and3b: 3
nor2: 12
nor4: 4
==> area by class of cell <==
class                           instances  area, µm²
Multi-Input combinational cell         57      415.4
Inverter                                2      7.507
Tap cell                               46      57.56
Fill cell                             349       2295
Timing Repair Buffer                   64      640.6
Power and IR drop assume default switching activity.
